<file path="/design/flow/config.mk">
export PLATFORM = sky130hd
export DESIGN_NAME = Data_Mem
export DESIGN_NICKNAME = Data_Mem
export VERILOG_FILES = /design/flow/design.v
export SDC_FILE = /design/flow/constraint.sdc
export NUM_CORES = 4
export LEC_CHECK = 1
export CORE_UTILIZATION = 30
</file>
<file path="/design/flow/constraint.sdc">
current_design Data_Mem

set clk_period 78.5
set clk_io_pct 0.2

create_clock -name clk0 -period $clk_period [get_ports {clk}]

set non_clock_inputs [all_inputs -no_clocks]
set_input_delay [expr $clk_period * $clk_io_pct] -clock clk0 $non_clock_inputs
set_output_delay [expr $clk_period * $clk_io_pct] -clock clk0 [all_outputs]
</file>
<file path="/design/flow/design.v">
`timescale 1ns / 1ps
module Data_Mem( ReadData, Address, WriteData, MemWrite,reset,clk);
		output [31:0] ReadData;
		input  MemWrite,reset,clk;
		input [31:0] Address, WriteData;
		parameter length=100;
		reg [31:0] Data_MEM [0:length - 1];
		integer k;
		always @(posedge clk)
			begin
				if (reset) 
					begin
						for(k=0;k<length;k=k+1)
							Data_MEM[k]<=0;
					end
				if (MemWrite)
					Data_MEM[Address]<=WriteData;	
			end
			assign ReadData = Data_MEM[Address];
endmodule
</file>
<file path="/design/flow/run.sh">
#!/bin/bash
# OpenROAD 26Q1-2900-gdf79404cd8, Yosys 0.63+post, stock flow scripts
make -C /OpenROAD-flow-scripts/flow DESIGN_CONFIG=/design/flow/config.mk WORK_HOME=/design/flow/orfs finish
</file>
==> impl_summary.log <==
[metrics] run summary
[metrics] most common logic cells in the final layout: sky130_fd_sc_hd__edfxtp_1, sky130_fd_sc_hd__and2_1, sky130_fd_sc_hd__a221oi_1
[metrics] number of warnings the tools reported: 52
[metrics] final count of negative-setup-slack endpoints: 0
[metrics] placed insts: 20300
[metrics] antenna violations before repair: 64
[metrics] final WL: 628000 um
[metrics] Num Clock Sinks: 4096
[metrics] final sum of negative setup slack: 0 ns
[metrics] largest buffer count on any clock path: 4
[metrics] CP arrival: 22.36 ns
[metrics] minimum setup slack after placement: 40.63 ns
[metrics] crit end category: primary output
[metrics] maximum VDD drop: 0.0179 mV
[metrics] post-layout instance area: 204000 sq um
[metrics] syn_area_per_cell: 14.0 sq um
[metrics] post-synth area from yosys stat: 180000 sq um
[metrics] First-pass DRT Iterations: 6
[metrics] Resized Gates After CTS: 0
[metrics] Cell Area, Placed: 191000 sq um
[metrics] count of instantiated cells in the yosys netlist: 12900
[metrics] category of the worst setup path launch point: primary input
[metrics] highest net fanout along the worst path: 49
[metrics] pin count of the biggest net entering global routing: 97
[metrics] register with the highest flop count: Data_MEM
[metrics] post-detailed-route wirelength per cell: 29.8 um
[metrics] residual antenna-violating net count after detailed routing: 0
[metrics] static leakage: 67.4 nW
[metrics] placeable core region: 598000 sq um
[metrics] power per cell area: 23.7 nW/um^2
[metrics] Max Cap Violations: 0
[metrics] unrepaired setup endpoints after global routing: no
[metrics] Max Freq: 26.3 MHz
[metrics] Detail Placement HPWL: 369000 um
[metrics] iteration-0 DRC count of the detailed router: 8437
[metrics] Clock H-tree levels: 5
[metrics] hold depth: 1
[metrics] detailed-route via count: 111000
[metrics] die outline area: 604000 sq um
[metrics] GP Congestion: 0.961
[metrics] worst min path class: primary input to flip-flop
[metrics] YS warnings: 1
[metrics] slack of the critical path: 40.44 ns
[metrics] all-layer global routing usage: 0.217
[metrics] I/O Pins: 99
[metrics] Tmin final: 38.06 ns
[metrics] number of CTS-inserted buffers: 422
[metrics] proportion of synthesized chip area in sequential cells: 0.682
[metrics] clock root buffer: sky130_fd_sc_hd__clkbuf_16
[metrics] worst-margin pin slew: 1.35 ns
[metrics] Clock transition at path regs: 0.06 ns
[metrics] mapped cell area: 180000 sq um
[metrics] Post-synth EDFFs: 4096
[metrics] Post-synth regs: 4096
[metrics] width of the die: 777 um
[metrics] Row Count: 284
[metrics] hold path start: WriteData[16]
[metrics] Filler cells: 56400
[metrics] Largest register FFs: 4096
[metrics] total of hold buffers inserted after clock tree synthesis: 0
[metrics] gr ovfl total: 0
[metrics] wire length of the first global-routing pass: 877000 um
[metrics] fraction of registers with async set or reset after synthesis: 0
[metrics] run status: completed
[metrics] Worst slew margin: 0.0929
[metrics] gate count after technology mapping: 12900
[metrics] largest registers: Data_MEM x4096
[metrics] Vias per Instance: 5.28
[metrics] non-filler cells, final: 21100
[metrics] area grow syn2layout: 13.2%
[metrics] fraction of layout cells with a size suffix above 1: 0.149
[metrics] share of the clock period used by the worst path: 0.485
[metrics] count of pins over their slew limit: 0
[metrics] Die Height: 777 um
[metrics] Yosys cell types: 73
[metrics] ys flop type: sky130_fd_sc_hd__edfxtp_1
[metrics] data required time of the critical path: 62.80 ns
[metrics] number of design rule violations left after detail routing: 0
[metrics] most numerous logic cell after layout: sky130_fd_sc_hd__edfxtp_1
[metrics] # port buffers: 73
[metrics] worst setup path category: primary input to primary output
[metrics] TritonCTS clock tree: built
[metrics] buffer count from post-CTS setup fixing: 0
[metrics] hold-critical path endpoint: Data_MEM[107][16]
[metrics] final number of hold-violating endpoints: 0
[metrics] effective utilization at floorplan: 0.301
[metrics] Power Total: 4.83 mW
[metrics] vias in the first global route: 113000
-- per-stage QoR --
step	utilization	hold slack [ns]
floorplan	-	15.80
global placement	0.319	16.11
detailed placement	0.319	16.11
CTS	0.341	15.06
global route	0.341	15.11
finish	0.341	15.10
-- cell families (layout without fill, tap and decap cells) --
family / Yosys count / in the layout / synth area share
buffers and inverters: 1384 / 1496 / 0.0321
AOI/OAI and AO/OA: 2636 / 2636 / 0.108
and+or+nand+nor: 4198 / 4198 / 0.138
other: 0 / 66 / 0
muxes: 594 / 594 / 0.0405
DFF: 4096 / 4096 / 0.682
-- synth_stat cells (all sizes together), types with 120 or more instances --
cell type	count	share of area
mux2i	185	0.010
mux2	335	0.021
buf	454	0.013
a21oi	415	0.012
nand2	216	0.0045
and2	3206	0.11
edfxtp	4096	0.68
a22oi	384	0.016
o21ai	368	0.010
a221oi	744	0.036
o22ai	120	0.0042
clkbuf	925	0.019
a221o	123	0.0068
nor2	365	0.0077
-- where the power goes --
group / switching (mW) / internal [mW]
Sequential: 0.0212 / 2.49
Combinational: 0.292 / 0.102
Clock: 0.848 / 1.07
Total: 1.16 / 3.67
-- routing by layer --
layer	share of wire	up-vias	global-route usage	routed length, um
li1	-	48300	-	-
met1	0.32	54800	0.235	203000
met2	0.43	6991	0.305	270000
met3	0.18	1338	0.175	116000
met4	0.061	56	0.102	38100
met5	0.0024	-	0.0339	1540
-- cell type report --
cell class	count	area, sq um	area share
Inverter	5	38.8	0.000190
Tap cell	8008	10000	0.0491
Sequential cell	4096	123000	0.603
Multi-Input combinational cell	7428	52200	0.256
Antenna cell	66	165	0.000809
Clock buffer	520	11000	0.0539
Timing Repair Buffer	723	5740	0.0281
Clock inverter	248	1960	0.00959
-- worst max-delay path, stage by stage --
cell                              delay (ns)
sky130_fd_sc_hd__buf_8                  0.25
sky130_fd_sc_hd__buf_4                  0.59
sky130_fd_sc_hd__buf_4                  0.53
sky130_fd_sc_hd__inv_8                  0.24
sky130_fd_sc_hd__buf_4                  0.39
sky130_fd_sc_hd__buf_4                  0.38
sky130_fd_sc_hd__buf_4                  0.42
sky130_fd_sc_hd__a221oi_1               0.31
sky130_fd_sc_hd__nor2_1                 0.07
sky130_fd_sc_hd__o21ai_0                0.77
sky130_fd_sc_hd__nand4_1                0.95
sky130_fd_sc_hd__or4_1                  1.04
sky130_fd_sc_hd__clkdlybuf4s50_1        0.52
-- worst max-delay path by stage --
stage,startpoint,endpoint,depth (start not counted)
4_1_cts,Address[2],ReadData[13],12
5_1_grt,Address[1],ReadData[17],13
6_report,Address[1],ReadData[17],13
Power is estimated from default activity; no workload was simulated.
