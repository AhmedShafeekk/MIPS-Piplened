File: flow/run.sh
#!/bin/bash
# OpenROAD 26Q1-2900-gdf79404cd8, Yosys 0.63+post, stock flow scripts
make -C /OpenROAD-flow-scripts/flow DESIGN_CONFIG=/design/flow/config.mk WORK_HOME=/design/flow/orfs finish
File: flow/config.mk
export PLATFORM = sky130hd
export DESIGN_NAME = PC
export DESIGN_NICKNAME = PC
export VERILOG_FILES = /design/flow/design.v
export SDC_FILE = /design/flow/constraint.sdc
export NUM_CORES = 4
export LEC_CHECK = 1
export CORE_AREA = 10 10 102 102
export DIE_AREA = 0 0 112 112
File: flow/constraint.sdc
current_design PC

set clk_period 1.0
set clk_io_pct 0.2

create_clock -name clk0 -period $clk_period [get_ports {clk}]

set non_clock_inputs [all_inputs -no_clocks]
set_input_delay [expr $clk_period * $clk_io_pct] -clock clk0 $non_clock_inputs
set_output_delay [expr $clk_period * $clk_io_pct] -clock clk0 [all_outputs]
File: flow/design.v
`timescale 1ns / 1ps
module PC(PC_out,PC_in,reset,clk);
	output reg [31:0] PC_out;
	input [31:0] PC_in;
	input reset , clk;
	always @(posedge clk)
	 begin
		if (reset)
			PC_out <= 0;
		else PC_out <= PC_in;
	 end
endmodule
==> results.toml <==
# flow metrics
[run_status]
status = "completed"

[routing]
wirelength_mm = 2.77
vias = 678
drc_errors = 0
drtAntennaViolNets = 0
drt_iter0_drc = 9
wl_per_cell_um = 11.3
num_antenna_cells = 0
first_pass_iters = 2
vias_per_cell = 2.78

[floorplan]
pin_count = 66
fp_util_pct = 10.5
core-area_um2 = 8220
die-area_um2 = 12500
num_rows = 33
die-height_um = 112
die_x_um = 112

[clocking]
cts_resized = 71
cts_made_buffers = 5
h-tree-depth = 2
cts-hold-fix-buffers = 0
cts_tree = "built"
clk_path_buf_depth = 2
post_cts_buffers = 0
clkTransAtPathRegs_ns = 0.07
cts_root_buf = "clkbuf_8"
cts_num_sinks = 32

[setup_path]
slowest_stage = "dfxtp_2"
cp_cell_sequence = "clkdlybuf4s15_1"
crit_required_ns = 0.80
worstSetupPathType = "reg2out"
cp-end-kind = "primary output"
arrival_ns = 0.76
start_kind = "flip-flop"
crit_buf_inv = 1
cpPeakStageDelay_ns = 0.32
crit_fanout = 1
cp_top_family = "flip-flops"

[sta]
hold_viol = 0
finalSetupViolCount = 0
rsz0062_at_grt = "no"
fin_crit_ns = 0.960
worstMarginPinSlew_ns = 0.202
slew_viol_final = 0
fmax_mhz = 1040
slew_headroom_pct = 86.5
finalCritPeriodShare_pct = 96.0

[power]
p_per_area_nw_per_um2 = 1680
leakagePower_nw = 0.687
totalPowerFinal_w = 0.00285
ir_drop_v = 0.000612

[cells_and_area]
final_util_pct = 20.7
fill_cells = 893
largest_register = "PC_out"
layout_top_cells = "clkdlybuf4s50_1, nor2b_1, dfxtp_1, clkdlybuf4s15_1, clkbuf_2"
layout-drive-gt1-share_pct = 28.1
top_regs = "PC_out (32)"
layout_top_cell = "clkdlybuf4s50_1"
largest_reg_flops = 32
areaGrowthSynthToFinish_pct = 97.1

[global_routing]
grt_start_max_net_pins = 21
grt.overflow.total = 0
grt_pass1_vias = 712
grt_pass1_wl_mm = 4.23
antenna_found_initial = 0
track_usage_pct = 4.19

[yosys]
ys_cells = 67
ys_area_um2 = 863
yosys.stat.seqShare_pct = 74.2
syn_area_per_cell_um2 = 12.9
syn-cell-area_um2 = 863
syn_inst = 67
synth_flop_count = 32
yosysUniqueCellTypes = 3
yosys_warnings = 1

[worst_hold_path]
hp-class = "in2reg"

[flow_run]
warnings = 25
drv_cap = 0

[place]
io_buffers = 65
routabilityCongestion = 0.679
[synthesized netlist by cell type]
library cell	instances	share of area, %
buf_4	3	2.6
dfxtp_1	32	74
nor2b_1	32	23
[per-layer routing]
layer	wire [µm]	GRT usage, %	part of all wire (%)	vias to the layer above
met1	1170	5.00	42	303
li1	-	-	-	340
met2	1290	6.53	46	35
met4	0	0.423	0	0
met3	309	2.61	11	0
met5	0	0	0	-
[cells by family after synthesis]
logic type	share of synthesized area (%)
buffers and inverters	2.61
and+or+nand+nor	23.2
DFF	74.2
[power breakdown]
group | internal [W] | switching, W
clock | 0.000739 | 0.000473
combinational | 0.000216 | 0.0000626
sequential | 0.00135 | 0.0000160
[worst paths after layout]
path	endpoint	cells after the start	slack (ns)	start
max	PC_out[23]	1	0.04	PC_out[23]
min	PC_out[5]	2	0.46	PC_in[5]
[final cells by class]
| cell class | instances | area, µm² | area share (%) |
|---|---|---|---|
| Sequential cell | 32 | 657 | 38.6 |
| Multi-Input combinational cell | 32 | 200 | 11.8 |
| Clock buffer | 6 | 72.6 | 4.26 |
| Clock inverter | 2 | 35.0 | 2.06 |
| Timing Repair Buffer | 67 | 606 | 35.6 |
| Tap cell | 105 | 131 | 7.72 |
[metrics by stage]
stage | setup WS [ns] | TNS [ns] | instance area (µm²) | hold WS (ns) | std cells
floorplan | 0.509 | 0 | 863 | 0.272 | 67
global placement | -0.125 | -3.67 | 1660 | 0.761 | 236
detailed placement | -0.142 | -3.95 | 1660 | 0.761 | 236
CTS | 0.00213 | 0 | 1760 | 0.456 | 244
global route | 0.000682 | 0 | 1700 | 0.456 | 244
finish | 0.0402 | 0 | 1700 | 0.464 | 244
