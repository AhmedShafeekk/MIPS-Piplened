==> flow/design.v <==
`timescale 1ns / 1ps
module mux2(out,in1,in2,sel);
	output [31:0] out;
	input [31:0] in1,in2;
	input sel;
	assign out = sel==0? in1:in2;
endmodule
==> flow/run.sh <==
#!/bin/bash
# OpenROAD 26Q1-2900-gdf79404cd8, Yosys 0.63+post, stock flow scripts
make -C /OpenROAD-flow-scripts/flow DESIGN_CONFIG=/design/flow/config.mk WORK_HOME=/design/flow/orfs finish
==> flow/config.mk <==
export PLATFORM = sky130hd
export DESIGN_NAME = mux2
export DESIGN_NICKNAME = mux2
export VERILOG_FILES = /design/flow/design.v
export SDC_FILE = /design/flow/constraint.sdc
export NUM_CORES = 4
export LEC_CHECK = 1
export CORE_AREA = 10 10 71 71
export DIE_AREA = 0 0 81 81
==> flow/constraint.sdc <==
current_design mux2

set clk_period 1.0
set clk_io_pct 0.2

create_clock -name clk0 -period $clk_period

set non_clock_inputs [all_inputs -no_clocks]
set_input_delay [expr $clk_period * $clk_io_pct] -clock clk0 $non_clock_inputs
set_output_delay [expr $clk_period * $clk_io_pct] -clock clk0 [all_outputs]
==> GITHUB_STEP_SUMMARY <==
## PnR job results

| Metric | Value |
|---|---|
| Yosys stat cell total | 36 |
| Placed Area | 0.00154 mm² |
| CP required | approximately 0.80 ns |
| Overall routing resource usage | approximately 7.8% |
| Critical path fanouts, max | 6 |
| Status | finished with violations |
| Worst stage delay on the critical path | 0.29 ns |
| Fill count | 357 |
| Fin crit share | 118% |
| Crit. End Element | output pin |
| PwrDens | 392 mW/mm² |
| Synthesized area per cell | 15.1 µm² |
| Synthesis Warnings | 0 |
| Worst setup SP type | input port |
| DRT antenna net count | 0 |
| Unrepaired setup endpoints after global routing | true |
| # setup viols final | 32 |
| Final tally of hold violations | 0 |
| Die Area | 0.00656 mm² |
| Crit path top cell by count | buf_12 |
| RD Place Congestion | between 0.8 and 0.9 |
| Clock buffers | 0 |
| WP data arrival | 0.98 ns |
| Crit path max-delay cell type | mux2_4 |
| Die Span X | about 81 µm |
| Antenna Cells | 0 |
| Crit-path cells | buf_12 -> buf_12 -> buf_12 -> mux2_4 -> buf_6 |
| Leakage Power | about 0.00087 µW |
| Netlist cell types | 4 |
| I/O Buffers | 97 |
| Largest net degree at the start of global routing | 11 |
| Setup slack after layout | -0.179 ns |
| Initial drt markers | 3 |
| WL per Instance | 15.4 µm |
| Vias in the first global route | 764 |
| Area leader, netlist | mux2_4 |
| Final Cell Area | 0.00159 mm² |
| Flop count | 0 |
| Minimum clock period | 1.18 ns |
| Cell count after synthesis | 36 |
| Drt drc | 0 |
| # IOs | between 90 and 100 |
| Remaining global-route overflow | 0 |
| Vias/cell | between 3 and 4 |
| Seq share, synth | 0% |
| Post-CTS Hold Fix Bufs | 0 |
| Worst Hold Class | input port to output pin |
| Std cell rows | 22 |
| Top-area cell share | 82.8% |
| Failing checks | negative setup slack |
| Setup tns final | -3.30 ns |
| Top-count cell post-synth | mux2_4 |
| Hold slack | 0.691 ns |
| Tool warning count | 34 |
| Synth-to-Final Area Change | 192% |
| Worst VDD drop | 169 µV |
| Final WL | 2880 µm |
| Max_slew headroom | a little over nine tenths |
| 1st-pass router iterations | 2 |
| Critical path class | input port to output pin |
| Worst slew pin tran | 0.0870 ns |
| Max Fclk | 0.848 GHz |
| Max_cap viols | 0 |
| Dpl ws | -0.512 ns |
| First-pass GRT wire length | 4140 µm |
| Die H | 81 µm |
| Most instantiated cells after synthesis | mux2_4, buf_12, mux2_2 |
| Core Region | 0.00363 mm² |
| Comb area | 477 µm² |
| Pre-Place Util | 15.0% |
| Reg area | 0 µm² |
| Mapped cell area | roughly 540 µm² |
| Antenna violations before repair | 0 |
| Top post-synthesis cells by area | mux2_4, buf_12, mux2_2 |
| Layout cells sized above 1 | 54.0% |
| Slew Viols, Final | 0 |
| Hpwl dp | 2500 µm |
| Via count | 715 |
| YS chip area | 544 µm² |
-- metrics by stage --
stage	utilization, %	total power, µW	std cells
floorplan	-	206	36
global placement	42.4	656	179
detailed placement	42.4	661	179
CTS	42.3	614	186
global route	43.8	666	187
finish	43.8	624	187
-- layer usage --
metal,GRT usage [%],vias up,part of all wire (%)
met5,0,-,0
met4,0,0,0
met3,2.78,0,12
met2,14.3,50,50
met1,9.03,320,37
li1,-,345,-
-- layout make-up --
type	instances	share of cell area [%]
multi-input cells	32	30.0
well taps	48	3.78
repair buffers	107	66.2
-- path summary, 6_finish.rpt --
path	startpoint	to	cells after the start
worst min-delay path	in2[29]	out[29]	3
worst max-delay path	sel	out[4]	5
-- critical path, delay by kind of cell --
kind	cells	cell delay, ns
buffers and inverters	4	0.48
multiplexers	1	0.29
-- power breakdown --
| part | switching (µW) | internal, µW | leakage, µW |
|---|---|---|---|
| clock | 0 | 0 | 0 |
| combinational | 137 | 487 | 0.000872 |
| sequential | 0 | 0 | 0 |
| total | 137 | 487 | 0.000872 |
-- layout by cell type (no fill, tap or decap) --
cell	count
buf_6	23
mux2_4	31
dlygate4sd2_1	51
mux2_2	1
dlymetal6s2s_1	4
buf_16	2
clkdlybuf4s50_1	9
buf_4	1
buf_2	13
buf_12	4
-- what timing repair did --
item	in CTS	in global routing
buffers inserted	5	1
pin swaps	0	0
gates resized	171	10
cloned	2	0
endpoints found under the setup margin	32	32
-- cells by family after synthesis --
group | after synthesis | share of synthesized area (%)
muxes | 32 | 86.9
buffers and inverters | 4 | 13.1
No activity file was given, so power comes from the tool's default toggle rates.
